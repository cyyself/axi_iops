<file path="/design/flow/config.mk">
export PLATFORM = sky130hd
export DESIGN_NAME = axi_iops
export DESIGN_NICKNAME = axi_iops
export VERILOG_FILES = /design/flow/design.v
export SDC_FILE = /design/flow/constraint.sdc
export NUM_CORES = 4
export LEC_CHECK = 1
export CORE_UTILIZATION = 30
</file>
<file path="/design/flow/constraint.sdc">
current_design axi_iops

set clk_period 8.9
set clk_io_pct 0.2

create_clock -name clk0 -period $clk_period [get_ports {clock}]

set non_clock_inputs [all_inputs -no_clocks]
set_input_delay [expr $clk_period * $clk_io_pct] -clock clk0 $non_clock_inputs
set_output_delay [expr $clk_period * $clk_io_pct] -clock clk0 [all_outputs]
</file>
<file path="/design/flow/design.v">
module my_LFSR #(
    parameter LEN_BITS = 16,  
    parameter SEED = 0
) (
    input                   clock,
    input                   reset,
    output [LEN_BITS-1:0]   out
);
reg xnor_result;
reg [LEN_BITS:1] lfsr;
always @(*) begin
    case (LEN_BITS)
         3: xnor_result = lfsr[ 3] ^~ lfsr[ 2];
         4: xnor_result = lfsr[ 4] ^~ lfsr[ 3];
         5: xnor_result = lfsr[ 5] ^~ lfsr[ 3];
         6: xnor_result = lfsr[ 6] ^~ lfsr[ 5];
         7: xnor_result = lfsr[ 7] ^~ lfsr[ 6];
         8: xnor_result = lfsr[ 8] ^~ lfsr[ 6] ^~ lfsr[ 5] ^~ lfsr[ 4];
         9: xnor_result = lfsr[ 9] ^~ lfsr[ 5];
        10: xnor_result = lfsr[10] ^~ lfsr[ 7];
        11: xnor_result = lfsr[11] ^~ lfsr[ 9];
        12: xnor_result = lfsr[12] ^~ lfsr[ 6] ^~ lfsr[ 4] ^~ lfsr[ 1];
        13: xnor_result = lfsr[13] ^~ lfsr[ 4] ^~ lfsr[ 3] ^~ lfsr[ 1];
        14: xnor_result = lfsr[14] ^~ lfsr[ 5] ^~ lfsr[ 3] ^~ lfsr[ 1];
        15: xnor_result = lfsr[15] ^~ lfsr[14];
        16: xnor_result = lfsr[16] ^~ lfsr[15] ^~ lfsr[13] ^~ lfsr[ 4];
        17: xnor_result = lfsr[17] ^~ lfsr[14];
        18: xnor_result = lfsr[18] ^~ lfsr[11];
        19: xnor_result = lfsr[19] ^~ lfsr[ 6] ^~ lfsr[ 2] ^~ lfsr[ 1];
        20: xnor_result = lfsr[20] ^~ lfsr[17];
        21: xnor_result = lfsr[21] ^~ lfsr[19];
        22: xnor_result = lfsr[22] ^~ lfsr[21];
        23: xnor_result = lfsr[23] ^~ lfsr[18];
        24: xnor_result = lfsr[24] ^~ lfsr[23] ^~ lfsr[22] ^~ lfsr[17];
        25: xnor_result = lfsr[25] ^~ lfsr[22];
        26: xnor_result = lfsr[26] ^~ lfsr[ 6] ^~ lfsr[ 2] ^~ lfsr[ 1];
        27: xnor_result = lfsr[27] ^~ lfsr[ 5] ^~ lfsr[ 2] ^~ lfsr[ 1];
        28: xnor_result = lfsr[28] ^~ lfsr[25];
        29: xnor_result = lfsr[29] ^~ lfsr[27];
        30: xnor_result = lfsr[30] ^~ lfsr[ 6] ^~ lfsr[ 4] ^~ lfsr[ 1];
        31: xnor_result = lfsr[31] ^~ lfsr[28];
        32: xnor_result = lfsr[32] ^~ lfsr[22] ^~ lfsr[ 2] ^~ lfsr[ 1];
        33: xnor_result = lfsr[33] ^~ lfsr[20];
        34: xnor_result = lfsr[34] ^~ lfsr[27] ^~ lfsr[ 2] ^~ lfsr[ 1];
        35: xnor_result = lfsr[35] ^~ lfsr[33];
        36: xnor_result = lfsr[36] ^~ lfsr[25];
        default: $error("invalid LEN_BITS in LFSR");
    endcase
end
always @(posedge clock) begin
    if (reset) lfsr <= SEED;
    else lfsr <= {lfsr[LEN_BITS-1:1],xnor_result};
end
assign out = lfsr;
endmodule
module axi_iops #(
    parameter LFSR_INIT = 0,
    parameter ADDR_LEN  = 32,
    parameter DATA_LEN  = 64,
    parameter ID_LEN    = 6,
    parameter LEN_SIZE  = 4  
) (
    input                   clock,
    input                   reset,
    output [ID_LEN-1:0]     axi_awid,
    output [ADDR_LEN-1:0]   axi_awaddr,
    output [LEN_SIZE-1:0]   axi_awlen,
    output [2:0]            axi_awsize,
    output [1:0]            axi_awburst,
    output                  axi_awvalid,
    input                   axi_awready,
    output [DATA_LEN-1:0]   axi_wdata,
    output [DATA_LEN/8-1:0] axi_wstrb,
    output                  axi_wlast,
    output                  axi_wvalid,
    input                   axi_wready,
    input  [ID_LEN-1:0]     axi_bid,
    input  [1:0]            axi_bresp,
    input                   axi_bvalid,
    output                  axi_bready,
    output [ID_LEN-1:0]     axi_arid,
    output [ADDR_LEN-1:0]   axi_araddr,
    output [LEN_SIZE-1:0]   axi_arlen,
    output [2:0]            axi_arsize,
    output [1:0]            axi_arburst,
    output                  axi_arvalid,
    input                   axi_arready,
    input  [ID_LEN-1:0]     axi_rid,
    input  [DATA_LEN-1:0]   axi_rdata,
    input  [1:0]            axi_rresp,
    input                   axi_rlast,
    input                   axi_rvalid,
    output                  axi_rready,
    output [31:0]           iocount_period,
    input  [2:0]            debug_arsize,
    input  [LEN_SIZE-1:0]   debug_arlen,
    input                   debug_pause
);
reg [31:0] timestamp;
reg [31:0] io_count;
reg [31:0] io_count_out;
assign iocount_period = io_count_out;
always @(posedge clock) begin : counting
    if (reset) begin
        timestamp <= 0;
        io_count <= 0;
        io_count_out <= 0;
    end
    else begin
        timestamp <= timestamp + 1;
        if (timestamp == 0) begin
            io_count_out <= io_count;
            io_count <= 0;
        end
        if (axi_rvalid && axi_rlast) begin
            io_count <= timestamp == 0 ? 1 : (io_count + 1);
        end
    end
end
wire [ADDR_LEN-1:0] lfsr_out;
my_LFSR #(
    .SEED(LFSR_INIT),
    .LEN_BITS(ADDR_LEN)
) lfsr_inst (
    .clock(clock),
    .reset(reset),
    .out(lfsr_out)
);
reg [ID_LEN-1:0] arid;
reg [ADDR_LEN-1:0] araddr;
reg [LEN_SIZE-1:0] arlen;
reg [2:0] arsize;
reg arvalid;
assign axi_arid = arid;
assign axi_araddr = araddr;
assign axi_arlen = arlen;
assign axi_arsize = arsize;
assign axi_arburst = 2'b01;  
assign axi_arvalid = arvalid;
always @(posedge clock) begin
    if (reset) begin
        arid <= 0;
        araddr <= 0;
        arlen <= 0;
        arsize <= 0;
        arvalid <= 0;
    end
    else begin
        if (!axi_arvalid && !debug_pause) begin
            arid <= arid + 1;
            araddr <= lfsr_out & ~((1<<debug_arsize)-1);
            arlen <= debug_arlen;
            arsize <= debug_arsize;
            arvalid <= 1'b1;
        end
        else begin
            if (axi_arready) begin
                if (debug_pause) arvalid <= 0;
                else begin
                    arid <= arid + 1;
                    araddr <= lfsr_out & ~((1<<debug_arsize)-1);
                    arlen <= debug_arlen;
                    arsize <= debug_arsize;
                    arvalid <= 1'b1;
                end
            end
        end
    end
end
assign axi_awid = 0;
assign axi_awaddr = 0;
assign axi_awlen = 0;
assign axi_awsize = 0;
assign axi_awburst = 0;
assign axi_awvalid = 0;
assign axi_wdata = 0;
assign axi_wstrb = 0;
assign axi_wlast = 0;
assign axi_wvalid = 0;
assign axi_bready = !reset;
assign axi_rready = !reset;
endmodule
</file>
<file path="/design/flow/run.sh">
#!/bin/bash
# OpenROAD 26Q1-2900-gdf79404cd8, Yosys 0.63+post, stock flow scripts
make -C /OpenROAD-flow-scripts/flow DESIGN_CONFIG=/design/flow/config.mk WORK_HOME=/design/flow/orfs finish
</file>
==> results.ini <==
[outcome]
status = completed

[sta]
hold_violations = 0
slew_headroom_pct = 55.9
timing.setup.tns_ps = 0
grt_setup_unrepaired = no
finalClockSkew_ps = 10.9
final_max_slew_viol_count = 0
worstMarginPinSlew_ps = 660
fin_crit_sh_pct = 49.8
period_minus_slack_ps = 4430
finalSetupViolCount = 0
achievable-frequency_mhz = 226

[critical_path]
crit_arrival_ps = 2650
worstSetupPathType = in -> out
cp-end-kind = output pin
timing.critical_path.from_type = input port
critical_path_peak_fanout = 21
cp_data_required_time_ps = 7120

[synth]
ys_seq_share_pct = 45.9
synth.yosys.chip_area_um2 = 7580
yosysCellCount = 840
post_synth_inst_count = 840
synth_area_um2 = 7580
top_area_cell = dfxtp_1
distinct_lib_cells = 39
ys.warnings.count = 2
synth.area.top_cells = dfxtp_1 (46%), buf_4 (12%), nor2_1 (4.9%), xnor2_1 (4.8%), mux2i_1 (4.2%)
edf_count = 0
synth_flop_count = 174
ffs_w_async_s_r_synth_pct = 0
netlist.top_cell.by_instances = dfxtp_1
synthTopCellsByCount = dfxtp_1 (174), buf_4 (125), nor2_1 (100)
post_synth.cell_area_avg_um2 = 9.03
yosys_most_used_dff = dfxtp_1
synth_top_area_share_pct = 45.9

[floorplanning]
core-area_um2 = 24500
floorplan.die_area_um2 = 25900
dieHeight_um = 161
num_io_pins = 300
die_x_um = 161
core_utilization_at_floorplan_pct = 30.9
std_cell_rows = 57

[routing]
wl_per_cell_um = 12.0
dr.first_iter.drc_count = 321
drt-pass1-iter-count = 4
via_per_inst = 4.22
number_of_remaining_drc_errors = 0
antennaDiodeCount = 0
detailroute.via_count = 5299
route.final.wire_length_um = 15100
drt.antenna.violating_nets = 0

[layout]
layout.core_utilization_pct = 36.5
post_route_cells_drive_above_1_share_pct = 6.00
area_delta_synth_final_pct = 17.9
fin_area_um2 = 8950

[place]
placedInstanceArea_um2 = 8350
gp_congestion = 0.800
placement.io_buffers = 92
post-dp-hpwl_um = 10100

[global_route]
grt_overflow = 0
grt_max_degree = 61
grt_pass1_wl_um = 24800
initial_antenna_violation_count = 0
grt_pass1_vias = 4808
gr-usage-all-layers_pct = 12.0

[clock_network]
cts-root-to-sink-buffers = 2
ctsHtreeMaxLevel = 4
clk_pin_slew_ps = 70
clkLatencyLatePin_ps = 420
cts.repair_timing.setup_buffer_count = 0
cts-root-buf = clkbuf_16
clkSinkCount = 174
cts_hold_repair.buffers = 0
tritoncts.num_buffers = 17
cts.repair.resized = 0
cts_tree = built

[min_path]
worst_hold_path_type = reg -> reg

[run]
max-cap-violations = 0
warnings = 109

[power_and_ir_drop]
leakage_power_figure_nw = 3.36
powerDensity_nw_per_um2 = 182
post-layout-total-power_mw = 1.63
maximum_vdd_ir_drop_uv = 136

==> report_power, final <==
part | leakage [nW] | internal (mW) | switching (mW)
combinational | 1.66 | 0.0369 | 0.0479
clock | 0.289 | 0.403 | 0.346
sequential | 1.41 | 0.787 | 0.00708
total | 3.36 | 1.23 | 0.401
==> placed cells by master (no fill, tap or decap), types with 5 or more instances in the layout <==
cell and count:
o22a_1 7, nor3_1 17, xnor2_1 42, nor4_1 15
nand4_1 20, o21ai_0 9, nor2b_1 33, nand3_1 23
conb_1 124, a21oi_1 42, dfxtp_1 174, inv_1 11
clkdlybuf4s50_1 91, ha_1 5, mux2i_1 32, buf_4 8
and4_1 11, nor2_1 98, clkbuf_16 17, xor2_1 20
nand2_1 81
==> final timing paths <==
kind,start,end,slack [ps],cells after the start
setup / recovery,reset,axi_bready,4470,3
hold / removal,lfsr_inst.lfsr[20],araddr[19],450,2
hold reg to reg,lfsr_inst.lfsr[20],araddr[19],450,2
setup reg to reg,timestamp[0],io_count_out[26],6640,8
==> worst max-delay path, cell delays in order <==
cell and delay [ps]:
buf_4 200, inv_1 180, clkdlybuf4s50_1 490
==> per-stage QoR <==
step	cells	worst slack, ps	hold WS, ps
floorplan	962	4890	417
global placement	1225	4420	437
detailed placement	1225	4420	441
CTS	1257	4420	452
global route	1257	4390	463
finish	1257	4470	450
==> routing by layer <==
layer / routed length, um / vias up / global-route usage (%)
met2: 6600 / 139 / 17.4
li1: - / 2708 / -
met4: 85 / 0 / 1.07
met1: 7240 / 2443 / 18.1
met3: 1180 / 9 / 4.19
met5: 0 / - / 0
==> flip-flops by register name, summed over array words and instances, names as in the netlist <==
signal and cells:
araddr 32, io_count 32, io_count_out 32, lfsr_inst.lfsr 32
timestamp 32, arid 6, arlen 4, arsize 3
arvalid 1
==> cell families (layout without fill, tap and decap cells) <==
logic type,Yosys count,after routing,synth area share [%]
simple gates,335,335,22.7
other cells,2,124,0.0990
compound gates,59,59,4.24
mux,32,32,4.22
fa+ha+maj,5,5,0.825
flops,174,174,45.9
xor+xnor,62,62,7.16
buf+inv,171,142,14.8
==> layout make-up <==
class                   instances  area (um^2)
fillers                      2458        15600
flip-flops and latches        174         3480
multi-input cells             617         3450
repair buffers                 99          971
clock buffers                  18          429
well taps                     324          405
clock inverters                14          168
inverters                      11         41.3
Power and IR drop assume default switching activity.
